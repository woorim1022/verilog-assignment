--- config.mk ---
export PLATFORM = sky130hd
export DESIGN_NAME = Barrel_Shifter
export DESIGN_NICKNAME = Barrel_Shifter
export VERILOG_FILES = /design/flow/design.v
export SDC_FILE = /design/flow/constraint.sdc
export NUM_CORES = 4
export LEC_CHECK = 1
export CORE_UTILIZATION = 50
--- constraint.sdc ---
current_design Barrel_Shifter

set clk_period 4.2
set clk_io_pct 0.2

create_clock -name clk0 -period $clk_period

set non_clock_inputs [all_inputs -no_clocks]
set_input_delay [expr $clk_period * $clk_io_pct] -clock clk0 $non_clock_inputs
set_output_delay [expr $clk_period * $clk_io_pct] -clock clk0 [all_outputs]
--- design.v ---
`timescale 1 ns/1 ns
module Shifter_16_Bit(SH_DIR, AMT_n, INPUT, OUTPUT, neg);
   input SH_DIR;
   input AMT_n;
   input neg;
   input [31:0] INPUT;
   output reg [31:0] OUTPUT;
   always @* begin
   	if(AMT_n == 1)begin 	
		if(SH_DIR == 1) begin         
			OUTPUT <= INPUT / (2**16);    
			if(neg == 1) OUTPUT[31:16] <= 16'b1111111111111111;  
			else OUTPUT[31:16] <= 16'b0000000000000000;           
		end
		else begin                  
			OUTPUT <= INPUT * (2**16);    
			OUTPUT[15:0] <= 16'b0000000000000000;          
		end
   	end
	else begin
		OUTPUT <= INPUT;
	end
   end
endmodule 
`timescale 1 ns/1 ns
module Shifter_1_Bit(SH_DIR, AMT_n, INPUT, OUTPUT, neg);
   input SH_DIR;
   input AMT_n;
   input neg;
   input [31:0] INPUT;
   output reg [31:0] OUTPUT;
   always @* begin
   	if(AMT_n == 1)begin 	
		if(SH_DIR == 1) begin       
			OUTPUT <= INPUT / (2**1);    
			if(neg == 1) OUTPUT[31] <= 1;  
			else OUTPUT[31] <= 0;          
		end
		else begin                   
			OUTPUT <= INPUT * (2**1);    
			OUTPUT[0] <= 0;        
		end
   	end
	else begin
		OUTPUT <= INPUT;
	end
   end
endmodule 
`timescale 1 ns/1 ns
module Shifter_2_Bit(SH_DIR, AMT_n, INPUT, OUTPUT, neg);
   input SH_DIR;
   input AMT_n;
   input neg;
   input [31:0] INPUT;
   output reg [31:0] OUTPUT;
   always @* begin
   	if(AMT_n == 1)begin 	
		if(SH_DIR == 1) begin         
			OUTPUT <= INPUT / (2**2);   
			if(neg == 1) OUTPUT[31:30] <= 2'b11;  
			else OUTPUT[31:30] <= 2'b00;        
		end
		else begin                 
			OUTPUT <= INPUT * (2**2);  
			OUTPUT[1:0] <= 2'b00;         
		end
   	end
	else begin
		OUTPUT <= INPUT;
	end
   end
endmodule 
`timescale 1 ns/1 ns
module Shifter_4_Bit(SH_DIR, AMT_n, INPUT, OUTPUT, neg);
   input SH_DIR;
   input AMT_n;
   input neg;
   input [31:0] INPUT;
   output reg [31:0] OUTPUT;
   always @* begin
   	if(AMT_n == 1)begin 	
		if(SH_DIR == 1) begin        
			OUTPUT <= INPUT / (2**4);   
			if(neg == 1) OUTPUT[31:28] <= 4'b1111;  
			else OUTPUT[31:28] <= 4'b0000;         
		end
		else begin                    
			OUTPUT <= INPUT * (2**4);    
			OUTPUT[3:0] <= 4'b0000;          
		end
   	end
	else begin
		OUTPUT <= INPUT;
	end
   end
endmodule 
`timescale 1 ns/1 ns
module Shifter_8_Bit(SH_DIR, AMT_n, INPUT, OUTPUT, neg);
   input SH_DIR;
   input AMT_n;
   input neg;
   input [31:0] INPUT;
   output reg [31:0] OUTPUT;
   always @* begin
   	if(AMT_n == 1)begin 	
		if(SH_DIR == 1) begin       
			OUTPUT <= INPUT / (2**8);   
			if(neg == 1) OUTPUT[31:24] <= 8'b111111111;
			else OUTPUT[31:24] <= 8'b00000000;    
		end       
		else begin                   
			OUTPUT <= INPUT * (2**8);   
			OUTPUT[7:0] <= 8'b00000000;           
		end
   	end
	else begin
		OUTPUT <= INPUT;
	end
   end
endmodule 
`timescale 1 ns/1 ns
module Barrel_Shifter(SH_DIR, SH_AMT, D_IN, D_OUT);
                   input SH_DIR;
                   input [4:0] SH_AMT; 
                   input [31:0] D_IN;
                   output [31:0] D_OUT;
		   reg sign;
		   wire [31:0] OUT_4, OUT_3, OUT_2, OUT_1;
	 always @(D_IN) begin
		sign <= 0;
		if(D_IN[31] == 1) begin          
			sign <= 1;
		end
	end
        Shifter_16_Bit Shifter_16_Bit (SH_DIR, SH_AMT[4], D_IN, OUT_4, sign);
	Shifter_8_Bit Shifter_8_Bit (SH_DIR, SH_AMT[3], OUT_4, OUT_3, sign);
	Shifter_4_Bit Shifter_4_Bit (SH_DIR, SH_AMT[2], OUT_3, OUT_2, sign);
	Shifter_2_Bit Shifter_2_Bit (SH_DIR, SH_AMT[1], OUT_2, OUT_1, sign);
	Shifter_1_Bit Shifter_1_Bit (SH_DIR, SH_AMT[0], OUT_1, D_OUT, sign);
endmodule
--- run.sh ---
#!/bin/bash
# OpenROAD 26Q1-2900-gdf79404cd8, Yosys 0.63+post, stock flow scripts
make -C /OpenROAD-flow-scripts/flow DESIGN_CONFIG=/design/flow/config.mk WORK_HOME=/design/flow/orfs finish
==> impl_metrics.tcl <==
# flow metrics
set metrics [dict create \
    fin_crit_ns 4.326 \
    port_buffers 70 \
    combinationalPowerShare 1.000 \
    ys.warnings.count 7 \
    tightest_slew_ns 0.6754 \
    grt_pass1_vias 6843 \
    die-area_mm2 0.01010 \
    routedWlPerCell_um 24.97 \
    dp_slack_ns -0.5123 \
    seqPwrFrac 0 \
    violations "setup timing" \
    clock.fmax_ghz 0.2311 \
    regArea_um2 0 \
    ys_area_mm2 0.004850 \
    coreArea_mm2 0.009328 \
    crit_required_ns 3.36 \
    std_cell_rows 35 \
    drive_above_1_share 0.3451 \
    grt_usage 0.5130 \
    p_leak_nw 3.075 \
    ys_seq_share 0 \
    gp_congestion 1.130 \
    finalHoldViolations 0 \
    io_pins 70 \
    syn-instance-count 720 \
    flops 0 \
    ant_nets 0 \
    fill_cells 635 \
    drv_slew 0 \
    grt_max_degree 42 \
    worst-setup-path-type "input pin to output port" \
    worstPathMaxFanout 4 \
    grt-ovfl-total 0 \
    setup-violations-final 2 \
    drcViolationCount 0 \
    firstDrtPassIters 7 \
    avgSynthCellArea_um2 6.736 \
    warning_count 34 \
    rsz0062_at_grt "yes" \
    logic_area_mm2 0.004806 \
    die_h_um 100.5 \
    start_kind "input pin" \
    status "finished with violations" \
    power.total_w 0.001083 \
    slew_headroom 0.5481 \
    synthTopCellsByArea "a21oi_1, mux2i_1, mux4_2" \
    p_switching_w 0.0005629 \
    power.density_mw_per_mm2 146.2 \
    yosysUniqueCellTypes 77 \
    clkbuf_count 0 \
    fp_util 0.5199 \
    fp.dieW_um 100.5 \
    antenna_found_initial 0 \
    synthesis.area_mm2 0.004850 \
    dp_hpwl_um 19080 \
    ir_worst_vdd_v 0.0001107 \
    worstPathArrival_ns 3.49 \
    end_kind "output port" \
    post_drt_via_cell_ratio 7.384 \
    power.share.clock 0 \
    yosys.area.top_type_share 0.05573 \
    dr.first_iter.drc_count 997 \
    drt_wl_total_um 25890 \
    vias 7657 \
    min_path_type "input pin to output port" \
    swShare 0.5199 \
    area_growth_pct 52.71 \
    top_area_cell "a21oi_1" \
    yosysCellCount 720 \
    maxCapViolations 0 \
    fin_crit_sh 1.030 \
    holdBufCountCts 0 \
    grt_first_pass_wirelength_um 38830 \
    setup_slack_ns -0.1262 \
    p_int_w 0.0005199 \
]
critical path, stage by stage:
cell and delay [ns]:
clkdlybuf4s50_1 0.55, nand2_1 0.13, a311oi_4 0.40, a211o_1 0.19, o21ai_0 0.10, a2111oi_2 0.53
buf_4 0.20, a21o_1 0.08, clkdlybuf4s50_1 0.46
final timing paths:
path        end  cells past startpoint  startpoint  slack, ns
max   D_OUT[11]                      9    D_IN[23]      -0.13
min   D_OUT[21]                      5      SH_DIR       2.40
placed cells by master (no fill, tap or decap), types with 5 or more instances in the layout:
| master | count |
|---|---|
| a221oi_1 | 6 |
| o32a_1 | 6 |
| dlymetal6s2s_1 | 16 |
| mux4_2 | 11 |
| a211oi_1 | 19 |
| a21oi_1 | 50 |
| nand2_1 | 52 |
| mux2_2 | 18 |
| o21ai_1 | 5 |
| or3_1 | 9 |
| a22oi_1 | 7 |
| buf_12 | 10 |
| nor3b_1 | 6 |
| buf_4 | 185 |
| o32ai_1 | 6 |
| o31ai_1 | 6 |
| o211ai_1 | 25 |
| a21o_1 | 14 |
| a311oi_1 | 7 |
| nand2b_1 | 18 |
| o22ai_1 | 5 |
| o21ai_0 | 34 |
| inv_1 | 5 |
| nor2b_1 | 17 |
| a211o_1 | 11 |
| mux2i_1 | 23 |
| nor3_1 | 15 |
| nor2_1 | 52 |
| a221o_1 | 8 |
| o221ai_1 | 10 |
| clkdlybuf4s50_1 | 48 |
| o21a_1 | 8 |
| a31oi_1 | 12 |
| nand3_1 | 28 |
| or3b_1 | 6 |
| a211oi_2 | 5 |
per-layer routing:
metal,GRT usage,up-vias,part of all wire
met5,0,-,0
met4,0.2575,0,0.085
met3,0.1255,199,0.15
met2,0.7571,721,0.40
met1,0.7013,3457,0.37
li1,-,3280,-
synth_stat cells (13+ instances only):
cell type / count
a21oi_1: 54
nand2_1: 54
nor2_1: 53
clkbuf_1: 41
o21ai_0: 41
nand3_1: 31
mux2i_1: 26
a211oi_1: 25
o211ai_1: 25
buf_2: 22
mux2_2: 20
nor2b_1: 20
nor3_1: 19
nand2b_1: 18
a21o_1: 15
a31oi_1: 14
o221ai_1: 13
layout make-up:
cell class         instances  area share
diodes                     1   0.0003379
inverters                  8    0.004562
multi-input cells        630      0.6489
well taps                129     0.02179
repair buffers           269      0.3244
power by group through the flow:
stage	clock [W]	sequential [W]	combinational, W
final	0.0000000000227	0	0.00108
after global routing	0	0	0.00113
after CTS	0	0	0.000979
what timing repair did:
action,in CTS,in global routing
setup endpoints to repair,27,28
buffers inserted,4,3
gates cloned,1,1
pin swaps,6,23
hold endpoints to repair,0,0
gates resized,26,88
cell families (layout without fill, tap and decap cells):
family          Yosys count  count (layout)  share of synthesized area
compound gates          328             328                     0.5016
buf+inv                  90             277                    0.08952
mux                      59              59                     0.1574
other cells               0               1                          0
simple gates            243             243                     0.2516
per-stage QoR:
step,TNS (ns),utilization,cell area [µm²],instances,hold WS (ns)
floorplan,0,-,4850,720,1.951
global placement,-2.729,0.7324,6832,1028,2.608
detailed placement,-3.082,0.7324,6832,1028,2.612
CTS,0,0.7505,7000,1033,2.612
global route,-0.4133,0.7937,7403,1036,2.435
finish,-0.1275,0.7940,7406,1037,2.399
Power is estimated from default activity; no workload was simulated.
