==> flow/constraint.sdc <==
current_design SAD

set clk_period 9.5
set clk_io_pct 0.2

create_clock -name clk0 -period $clk_period [get_ports {Clk}]

set non_clock_inputs [all_inputs -no_clocks]
set_input_delay [expr $clk_period * $clk_io_pct] -clock clk0 $non_clock_inputs
set_output_delay [expr $clk_period * $clk_io_pct] -clock clk0 [all_outputs]
==> flow/run.sh <==
#!/bin/bash
# OpenROAD 26Q1-2900-gdf79404cd8, Yosys 0.63+post, stock flow scripts
make -C /OpenROAD-flow-scripts/flow DESIGN_CONFIG=/design/flow/config.mk WORK_HOME=/design/flow/orfs finish
==> flow/design.v <==
`timescale 1 ns/1 ns
module SAD(Go, A_Addr, A_Data, B_Addr, B_Data, C_Addr, I_RW, I_En, O_RW, O_En,
           Done, SAD_Out, Clk, Rst);
   	input Go;
   	input [7:0] A_Data, B_Data;
   	output reg [14:0] A_Addr, B_Addr;
   	output reg [6:0] C_Addr;
   	output reg I_RW, I_En, O_RW, O_En, Done; 
   	output reg [31:0] SAD_Out;
   	input Clk, Rst;
	parameter S0 = 3'b000, S1 = 3'b001,
             	  S2 = 3'b010, S3a = 3'b011, 
             	  S3 = 3'b100, S4a = 3'b101,	
		  S4 = 3'b110;
	reg [2:0] State;
   	reg [31:0] Sum;
   	integer I, J, K;
	function [7:0] ABSDiff;
      		input [7:0] A;
      		input [7:0] B;
      		if (A>B) ABSDiff = A - B;
      		else ABSDiff = B - A;
   	endfunction
	always @(posedge Clk) begin
		if (Rst==1'b1) begin
         		A_Addr <= {15{1'b0}};
         		B_Addr <= {15{1'b0}};
			C_Addr <= {7{1'b0}};
         		I_RW <= 1'b0;
         		I_En <= 1'b0;
			O_RW <= 1'b0;
         		O_En <= 1'b0;
         		Done <= 1'b0;
         		State <= S0;
         		Sum <= 32'b0;
         		SAD_Out <= 32'b0;
         		I <= 0;
			J <= 0;
			K <= 0;
      		end
      		else begin
         		A_Addr <= {15{1'b0}};
         		B_Addr <= {15{1'b0}};
          		I_RW <= 1'b0;
          		I_En <= 1'b0;
			O_RW <= 1'b0;
         		O_En <= 1'b0;
          		Done <= 1'b0;
          		SAD_Out <= 32'b0;
			case (State)
	               		S0: begin
					I <= 0;
					J <= 0;
					K <= 0;
	                    		if (Go==1'b1)
	                      			State <= S1;
	                    		else
	                      			State <= S0;
	                   	    end
	               		S1: begin
	                    		Sum <= 32'b0;
	                    		J <= 0;
	                    		State <= S2;
	                   	    end
				S2: begin
	                		if (!(J==256)) begin    
	                   			State <= S3a;
	                   			A_Addr <= I;   
	                   			B_Addr <= I;
	                   			I_RW <= 1'b0;  
	                   			I_En <= 1'b1;   
	                 	        end
	                 	        else
	                   			State <= S4a;  
	                	    end
	            		S3a: 
	               				State <= S3;
	            		S3: begin
	                 		Sum <= Sum + ABSDiff(A_Data, B_Data);
	                 		I <= I + 1;
					J <= J + 1;
	                 		State <= S2;
	                	    end
				S4a: begin
					O_RW <= 1'b0;
         				O_En <= 1'b1;
					C_Addr <= K;
					State <= S4;
				     end
	            		S4: begin      
					O_RW <= 1'b0;
         				O_En <= 1'b1;
					C_Addr <= K;
	                 		SAD_Out <= Sum;  
					if(!(I==32768)) begin
						K <= K + 1;
						State <= S1;
					end
					else begin
	                 			Done <= 1'b1;
	                 			State <= S0;
					end
	                	    end
			endcase
		end
	end
endmodule
==> flow/config.mk <==
export PLATFORM = sky130hd
export DESIGN_NAME = SAD
export DESIGN_NICKNAME = SAD
export VERILOG_FILES = /design/flow/design.v
export SDC_FILE = /design/flow/constraint.sdc
export NUM_CORES = 4
export LEC_CHECK = 1
export CORE_UTILIZATION = 50
==> CHANGELOG.md <==
### Metrics

- Lkg Pwr: 3.53 nW
- Hold Path Class: reg2reg
- First-pass GRT wire length: 30.5 mm
- Part of the Yosys area used for sequential elements: ~40%
- Syn Inst Count: between 900 and 1k
- Cell Area, Synth: a little over 8000 um^2
- Sw frac: about a quarter
- Count of tool warnings: 37
- Global-route usage over all layers: 22.8%
- Non-Filler Instances: ~1.2k
- Tally of buffers added on design ports: around 90
- Max Slew Vio Count: 0
- DR DRC count: 0
- Fin. Hold Viols: 0
- CTS Buf Count: 17
- Ant diodes: 0
- Power Density: approximately 150 nW/um^2
- Post-route ant nets: 0
- Root buf cell: clkbuf_16
- Vias per cell: between 5 and 6
- CTS Buffer Depth: 2
- Worst setup slack after layout: between 3 and 4 ns
- Placed instance count: 1214
- Avg Inst Size Synth: 8.47 um^2
- Clk pwr share: 45.5%
- Largest net degree at the start of global routing: 76
- Period minus WS final: 5.89 ns
- Wire per inst: roughly 15 um
- Post-synthesis async set-or-reset flop share: 0%
- Initial drt markers: between 400 and 500
- Pre-CTS setup slack: between 3 and 4 ns
- Final setup viols: 0
- Placer congestion estimate: about 0.90
- Setup tns final: 0 ns
- Setup Skew: slightly below 0.008 ns
- Switching power total: about 0.00038 W
- Sinks on Clock Net: around 170
- Arrival @ worst endpoint: between 6 and 7 ns
- Initial antenna violation count: 0
- Worst setup SP type: input pin
- Worst-Margin Slew: about 0.80 ns
- Resized cells post-CTS: 0
- Maximum VDD drop: 0.000117 V
- Congestion Overflow GR: 0
- Number of setup buffers added after CTS: 0
- Vias in the first global route: between 6k and 7k
- Flop pwr share: about 47%
- Outcome: finished clean
- Final period util: 62.0%
- Critical path data required time: between 9 and 10 ns
- Init Core Util: just over 50%
- Clock Latency Late Sink: 0.42 ns
- Main flop type after synthesis: dfxtp_1
- P&R area growth vs syn: 18.2%
- Combinational Power Share: 7.5%
- Site Rows: roughly 46
- Unrepaired setup endpoints after global routing: false
- Flip-flops with a built-in enable: 0
- Die Y: between 100 and 150 um
- Die X: about 130 um
- Worst rel slew slack: 46.9%
- WS Path Type: in2reg
- Fmax achieved: roughly 170 MHz
- Die area: ~17000 um^2
- CTS tree: built
- Reg area: between 3000 and 4000 um^2
- Critical Path Sink Type: flip-flop
- Total number of vias: slightly above 7k
- CTS Hold Bufs: 0
- Fillers: 1309
- I/O Pins: between 90 and 100
- Pint: between 0.001 and 0.0015 W
- Final Routed Wirelength: 18.1 mm
- Fraction of layout cells with a size suffix above 1: 7.48%
- Clk pin slew, worst setup/hold paths: roughly 0.07 ns
- # Cells Yosys: about 970
- H-tree depth: 4
- Comb. cell area: between 4000 and 5000 um^2
- HPWL Detailed: 12.1 mm
- Ys Warns: 1
- Unique cell types: between 60 and 70
- Yosys stat area: between 8000 and 9000 um^2
- Registers, synthesis: between 150 and 200
- Area of the core: roughly 16000 um^2
- Max cap viols: 0
- Crit-path max FO: 13
- Drt first pass iters: 5
-- routing by layer --
metal | vias to the layer above | part of all wire [%] | GRT usage [%]
li1 | 3575 | - | -
met1 | 3282 | 50 | 36.6
met2 | 202 | 45 | 34.6
met3 | 9 | 5.1 | 3.59
met4 | 0 | 0.60 | 2.12
met5 | - | 0 | 0
-- power by group through the flow --
stage         Clock, W  Combinational (W)  Sequential (W)
finish        0.000682           0.000112        0.000704
global route  0.000725           0.000125        0.000704
CTS           0.000693           0.000113        0.000704
-- worst max-delay path, stage by stage --
cell and delay, ns:
clkdlybuf4s50_1 0.48, inv_1 0.05, ha_1 0.40, a211oi_1 0.24, nor2_1 0.13, o31ai_4 0.51
mux2i_1 0.33, o221ai_1 0.19, xor2_1 0.19, ha_1 0.33, o21a_1 0.13, o21ai_0 0.06
a221oi_1 0.28, buf_4 0.26, nor4b_1 0.30, mux2_2 0.37, nor2_1 0.08
-- registers in the layout, indices dropped and copies added, names as in the netlist --
signal   cells
A_Addr      15
SAD_Out     32
C_Addr       7
K            7
J           32
Done         1
State        7
O_En         1
I           32
Sum         32
I_En         1
-- stage by stage --
stage / power, W / area [um^2] / utilization, % / hold slack [ns]
CTS: 0.00151 / 9690 / 60.8 / 0.453
global route: 0.00155 / 9690 / 60.8 / 0.471
floorplan: 0.000803 / 8210 / - / 0.414
finish: 0.00150 / 9690 / 60.8 / 0.448
detailed placement: 0.000832 / 9110 / 57.1 / 0.436
global placement: 0.000830 / 9110 / 57.1 / 0.427
-- final timing paths --
| check | slack (ns) | end | start | cells after the start |
|---|---|---|---|---|
| worst min register to register | 0.45 | State[1]$_DFF_P_ | State[6]$_DFF_P_ | 1 |
| worst max-delay path | 3.61 | Sum[29]$_SDFFE_PP0N_ | A_Data[5] | 17 |
| worst max register to register | 6.56 | Sum[24]$_SDFFE_PP0N_ | State[1]$_DFF_P_ | 8 |
| worst min-delay path | 0.45 | State[1]$_DFF_P_ | State[6]$_DFF_P_ | 1 |
-- layout by cell type, fill, tap and decap left out, types with 23 or more instances in the layout --
master           netlist  routed
ha_1                  30      30
nand4_1               23      23
dfxtp_1              167     166
o21ai_0               42      42
a21oi_1               72      72
nand3_1               32      32
nor3_1                23      23
nor2_1                76      76
and3_1                46      46
nand2_1               93      93
clkdlybuf4s50_1        0      89
inv_1                 39      39
-- cell families after synthesis --
kind of cell               Yosys count  synth area share (%)
buffers and inverters              110                  5.90
other                                1                0.0457
and+or+nand+nor                    412                  26.8
DFF                                167                  40.8
muxes                               25                  3.36
AOI/OAI and AO/OA                  201                  15.7
xor gates and xnor gates            20                  2.14
adders and majority gates           33                  5.31
-- final cells by class --
cell class / count / share of cell area, %
Multi-Input combinational cell: 693 / 45.2
Sequential cell: 167 / 34.5
Timing Repair Buffer: 99 / 9.97
Clock buffer: 17 / 4.39
Tap cell: 216 / 2.79
Clock inverter: 15 / 1.65
Inverter: 39 / 1.51
-- cells in the mapped netlist (8+ instances only) --
cell type	n	area share, %
a31oi_1	10	0.76
and3_1	46	3.5
nor3b_1	10	0.92
and2_1	20	1.5
nand2_1	93	4.3
mux2_2	15	2.1
nor2_1	76	3.5
dfxtp_1	167	41
clkbuf_1	46	2.1
or3_1	15	1.1
o211ai_1	10	0.92
nor3_1	23	1.4
a41oi_1	11	1.2
nand3_1	32	2.0
a21oi_1	72	4.4
buf_4	17	1.6
inv_1	39	1.8
nor2b_1	9	0.69
xnor2_1	10	1.1
and4_1	8	0.85
nand4_1	23	1.8
o21ai_0	42	2.6
mux2i_1	8	0.98
ha_1	30	4.6
xor2_1	10	1.1
a311oi_1	16	1.7
nor4_1	15	1.1
Power and IR drop assume default switching activity.
