$ cat design/flow/config.mk
export PLATFORM = sky130hd
export DESIGN_NAME = Sram_Result
export DESIGN_NICKNAME = Sram_Result
export VERILOG_FILES = /design/flow/design.v
export SDC_FILE = /design/flow/constraint.sdc
export NUM_CORES = 4
export LEC_CHECK = 1
export CORE_UTILIZATION = 50
$ cat design/flow/constraint.sdc
current_design Sram_Result

set clk_period 54.9
set clk_io_pct 0.2

create_clock -name clk0 -period $clk_period [get_ports {Clk}]

set non_clock_inputs [all_inputs -no_clocks]
set_input_delay [expr $clk_period * $clk_io_pct] -clock clk0 $non_clock_inputs
set_output_delay [expr $clk_period * $clk_io_pct] -clock clk0 [all_outputs]
$ cat design/flow/design.v
`timescale 1 ns/1 ns
module Sram_Result(Data_In, Data_Out, Addr, RW, En, Clk, Rst);
   	input [(7-1):0] Addr;   
   	input RW;
   	input En;
   	input Clk;
   	input Rst;
   	input [(32-1):0] Data_In;
   	output reg [(32-1):0] Data_Out;
	reg [(32-1):0] Memory [0:(2**7-1)];
	integer Index;
	always @(posedge Clk) begin
		Data_Out <= 32'b0;
     		if (Rst==1) begin
         		for(Index=0;Index<(2**7);Index=Index+1)  
             			Memory[Index] <= 32'b0;
      		end
      		else if (En==1'b1 && RW==1'b1)  
         		Memory[Addr] <= Data_In;
      		else if (En==1'b1 && RW==1'b0)  
         		Data_Out <= Memory[Addr];
	end
endmodule
$ cat design/flow/run.sh
#!/bin/bash
# OpenROAD 26Q1-2900-gdf79404cd8, Yosys 0.63+post, stock flow scripts
make -C /OpenROAD-flow-scripts/flow DESIGN_CONFIG=/design/flow/config.mk WORK_HOME=/design/flow/orfs finish
==> impl_metrics.py <==
# Flow results
metrics = {
    "placement": {
        "preCtsSetupSlack_ns": 38.00,
        "dp.final_hpwl_um": 429000,
        "placement.io_buffers": 74,
        "finalWeightedCongestion": 1.02,
    },
    "final_timing": {
        "worst_slack_ns": 38.40,
        "setup_repair_after_global_routing_missed_its_margin": "false",
        "maxSlewHeadroom_pct": -1.06,
        "setup_viol": 0,
        "timing.clock.skew_ns": 0.0584,
        "layout_worst_path_cycle_share_pct": 30.0,
        "totalNegativeSetupSlack_ns": 0,
        "timing.final.crit_period_ns": 16.50,
        "slew_viol_final": 1,
        "timing_hold_violations_final": 0,
        "max_slew.worst_pin.slew_ns": 1.47,
        "hold-worst-slack_ns": 0.743,
        "max_freq_mhz": 60.6,
    },
    "cts": {
        "post-cts-setup-buffer-count": 0,
        "cts.sink_count": 4128,
        "resized_gates_after_cts": 0,
        "cts_buffers": 438,
        "ctsHtreeMaxLevel": 5,
        "clock_path_buffers": 4,
        "tritoncts": "done",
        "cts_hold_buffers": 0,
        "clk_root_buffer_cell": "sky130_fd_sc_hd__clkbuf_16",
        "insertion_delay_to_the_later_sink_of_the_worst_skew_pair_ns": 1.03,
        "cts.clk_slew.worst_paths_ns": 0.06,
    },
    "synthesis": {
        "count_of_unique_library_cells_instantiated_by_yosys": 73,
        "seq_total_area_yosys_pct": 65.7,
        "dominantRegCellSynth": "sky130_fd_sc_hd__edfxtp_1",
        "postSynthCellCount": 14200,
        "synth.ff_latch_count": 4128,
        "enable_flop_cells": 4096,
        "yosysCellCount": 14200,
        "area_figure_in_the_yosys_stat_output_mm2": 0.188,
        "synth.cell_area_mm2": 0.188,
        "synth_area_per_cell_um2": 13.3,
        "ys_async_sr_fraction_pct": 0,
        "yosys_warnings": 1,
    },
    "worst_setup_path": {
        "crit_path_frequent_cell": "sky130_fd_sc_hd__buf_4",
        "worstPathArrival_ns": 17.37,
        "timing.critical_path.slowest_stage_cell": "sky130_fd_sc_hd__a211oi_1",
        "critical_path.cell_chain": "buf_8 > buf_12 > buf_4 > buf_4 > buf_4 > a21bo_2 > a222oi_1 > nor3_1 > o21ai_0 > o221ai_1 > a211oi_1 > o22ai_1",
        "worst_path_largest_cell_delay_ns": 1.02,
        "critical_path.endpoint_type": "flip-flop",
        "critPathRequiredTime_ns": 55.78,
        "timing.critical_path.fanout_max": 74,
        "buffers_and_inverters_on_the_worst_path": 5,
        "path_class": "in2reg",
        "critPathTopFamily": "AND-OR/OR-AND gates",
        "type_of_element_launching_the_critical_path": "input port",
    },
    "power_and_ir_drop": {
        "pwr_density_cell_mw_per_mm2": 34.4,
        "vdd_drop_max_uv": 27.8,
        "report.power.total_uw": 7140,
        "power_leakage_uw": 0.0727,
    },
    "status": {
        "outcome": "finished with violations",
        "failed_checks": "max-capacitance violations, max-slew violations",
    },
    "hold_path": {
        "hp-class": "reg2reg",
    },
    "die": {
        "ioPinCount": 75,
        "num_rows": 224,
        "floorplanUtilization_pct": 50.4,
        "placeableCoreArea_mm2": 0.373,
        "die_height_um": 615,
        "die_area_mm2": 0.379,
        "die_w_um": 615,
    },
    "route": {
        "drt-vias-per-instance": 6.26,
        "route.vias.total": 120000,
        "first_pass_iters": 8,
        "post_drt_wl_per_cell_um": 36.3,
        "detailedRoute.firstIterationViolations": 9449,
        "wl_um": 696000,
        "drtAntennaViolNets": 0,
        "drc_errors": 0,
    },
    "grt": {
        "grt.overflow.total": 0,
        "antenna_found_initial": 53,
        "number_of_global_route_vias_before_repair": 123000,
        "grt_start_max_net_pins": 94,
        "grt_util_all_layers_pct": 40.5,
        "wire_length_of_the_first_global_routing_pass_um": 965000,
    },
    "finish": {
        "layout_top_cell_excl_fill_tap": "sky130_fd_sc_hd__and2_1",
        "fraction_of_final_layout_cells_sized_beyond_drive_strength_1_pct": 13.3,
        "mostFrequentLayoutCells": "sky130_fd_sc_hd__and2_1, sky130_fd_sc_hd__edfxtp_1, sky130_fd_sc_hd__buf_4",
        "syn_to_final_growth_pct": 10.5,
    },
    "flow_run": {
        "stage_log_warnings": 27,
        "maxCapViolCount": 1,
    },
}
## stage by stage
step	util, %	std cells	instance area [um^2]
global route	55.7	19100	208000
finish	55.7	19200	208000
CTS	55.6	19100	208000
floorplan	-	14200	188000
global placement	51.9	18300	194000
detailed placement	52.0	18300	194000
## tightest hold or removal path: stages (launching register included)
cell and delay, ns:
sky130_fd_sc_hd__edfxtp_1 0.32, sky130_fd_sc_hd__a21oi_1 0.06, sky130_fd_sc_hd__nand2_1 0.07, sky130_fd_sc_hd__a21oi_1 0.08, sky130_fd_sc_hd__o31ai_1 0.22
## metal layers
metal,routed length (um),vias up,share of wire (%),global-route usage (%)
li1,-,51400,-,-
met1,217000,58700,31,48.0
met2,301000,8133,43,54.3
met3,127000,1610,18,30.8
met4,49300,68,7.1,21.8
met5,2020,-,0.29,5.29
## cell usage after synthesis (all sizes together) (10+ instances only)
| master | instances | area [um^2] |
|---|---|---|
| a211o | 16 | 140 |
| a211oi | 24 | 180 |
| a21bo | 19 | 190 |
| a21o | 12 | 90.1 |
| a21oi | 453 | 2270 |
| a221o | 58 | 581 |
| a221oi | 395 | 3510 |
| a222oi | 167 | 1670 |
| a22o | 65 | 569 |
| a22oi | 358 | 2690 |
| a31o | 14 | 123 |
| a31oi | 34 | 213 |
| a32oi | 11 | 96.3 |
| a41oi | 13 | 114 |
| and2 | 4113 | 25700 |
| buf | 473 | 2730 |
| clkbuf | 1062 | 3990 |
| dfxtp | 32 | 641 |
| edfxtp | 4096 | 123000 |
| mux2 | 137 | 1540 |
| mux2i | 453 | 4530 |
| mux4 | 105 | 2360 |
| nand2 | 478 | 1800 |
| nand3 | 49 | 245 |
| nand4 | 26 | 163 |
| nor2 | 400 | 1530 |
| nor2b | 35 | 221 |
| nor3 | 70 | 355 |
| o2111ai | 41 | 359 |
| o211ai | 53 | 398 |
| o21ai | 286 | 1430 |
| o221ai | 64 | 561 |
| o22a | 55 | 482 |
| o22ai | 162 | 1010 |
| o2bb2ai | 49 | 429 |
| o311ai | 13 | 114 |
| o31a | 17 | 149 |
| o31ai | 10 | 75.1 |
| o32a | 14 | 140 |
| o32ai | 15 | 131 |
| o41ai | 16 | 140 |
| or2 | 131 | 820 |
## registers in the layout, summed over array words and instances, names as in the netlist
| signal | flops |
|---|---|
| Memory | 4096 |
| Data_Out | 32 |
## layout make-up
cell class              instances  area (um^2)
well taps                    4972         6220
clock buffers                 568        11700
repair buffers                718         5760
fillers                     28800       165000
inverters                       5         41.3
clock inverters               235         2050
multi-input cells            8504        58300
diodes                         45          113
flip-flops and latches       4128       124000
## power by group
part	switching, uW	internal (uW)
registers	47.0	3610
clock network	1240	1650
logic	450	144
## final timing paths
path	slack, ns	cells after the start	endpoint	start
min reg2reg	0.74	4	Data_Out[1]$_SDFF_PP0_	Memory[91][1]$_SDFFCE_PN0P_
max reg2reg	50.91	7	Data_Out[5]$_SDFF_PP0_	Memory[55][5]$_SDFFCE_PN0P_
max	38.40	12	Data_Out[5]$_SDFF_PP0_	Addr[1]
min	0.74	4	Data_Out[1]$_SDFF_PP0_	Memory[91][1]$_SDFFCE_PN0P_
## kinds of logic after synthesis
kind of cell           count (synthesis)  share of synthesized area, %
and+or+nand+nor                     5360                          16.6
muxes                                695                          4.49
DFF                                 4128                          65.7
AOI/OAI and AO/OA                   2449                          9.57
buffers and inverters               1540                          3.58
Power figures rest on the tool's default switching activity, not on a simulated workload.
